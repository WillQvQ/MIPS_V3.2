--- flow/run.sh ---
#!/bin/bash
# OpenROAD 26Q1-2900-gdf79404cd8, Yosys 0.63+post, stock flow scripts
make -C /OpenROAD-flow-scripts/flow DESIGN_CONFIG=/design/flow/config.mk WORK_HOME=/design/flow/orfs finish
--- flow/config.mk ---
export PLATFORM = sky130hd
export DESIGN_NAME = dcache
export DESIGN_NICKNAME = dcache
export VERILOG_FILES = /design/flow/design.v
export SDC_FILE = /design/flow/constraint.sdc
export NUM_CORES = 4
export LEC_CHECK = 1
export CORE_UTILIZATION = 50
--- flow/constraint.sdc ---
current_design dcache

set clk_period 23.9
set clk_io_pct 0.2

create_clock -name clk0 -period $clk_period [get_ports {clk}]

set non_clock_inputs [all_inputs -no_clocks]
set_input_delay [expr $clk_period * $clk_io_pct] -clock clk0 $non_clock_inputs
set_output_delay [expr $clk_period * $clk_io_pct] -clock clk0 [all_outputs]
--- flow/design.v ---
`timescale 1ns / 1ps
module    dcache(
    input   logic           clk,       
    input   logic           reset,          
    output  logic           mem_write_req,
    output  logic   [31:0]  mem_write_addr,
    output  logic   [31:0]  mem_write_data,
    input   logic           mem_write_val,
    output  logic           mem_read_req,
    output  logic   [31:0]  mem_read_addr,
    input   logic   [31:0]  mem_read_data,
    input   logic           mem_read_val,
    input   logic   [31:0]  dataaddr,
    input   logic           datareq,
    input   logic           wren,
    input   logic   [31:0]  writedata,
    output  logic   [31:0]  readdata,
    output  logic           hit,
    output  logic           abort_out
  );
    parameter    BLOCK_SIZE =    8;
    logic   [1:0]   state;            
    logic   [281:0] block_data; 
    logic   [31:0]  word;   
    logic           dirty;  
    logic   [23:0]  tag_delay;  
    logic   [31:0]  dataaddr_delay;
    logic   [31:0]  writedata_delay;
    logic           cpu_write_wait_flag;
    logic           mem_write_ready;
    logic           mem_read_ready;
    logic           mem_read_req_delay;
    logic   [31:0]  write_counter,read_counter;
    logic   [31:0]  dram_data_shift[7:0]; 
    logic   [281:0] dcache[7:0];
    assign  mem_write_addr  =   {tag_delay,block_id_delay,5'b0};
    assign  mem_read_addr   =   {dataaddr_delay[31:5],5'b0};
    assign  block_id_delay  =   dataaddr_delay[7:5];
    assign  block_id        =   dataaddr[7:5];
    always@(posedge clk)begin
        if(reset) begin
            dcache[0] <= 0;
            dcache[1] <= 0;
            dcache[2] <= 0;
            dcache[3] <= 0;
            dcache[4] <= 0;
            dcache[5] <= 0;
            dcache[6] <= 0;
            dcache[7] <= 0;
        end
        else if(mem_read_ready) begin
            dcache[block_id_delay]    <=    
                {1'b1, 1'b0, dataaddr_delay[31:8],
                dram_data_shift[7],dram_data_shift[6],
                dram_data_shift[5],dram_data_shift[4],
                dram_data_shift[3],dram_data_shift[2],
                dram_data_shift[1],dram_data_shift[0]};
        end
        else if(hit & datareq & wren) begin
            case(dataaddr[4:2])
                0:      dcache[block_id][31:0]    <= writedata;
                1:      dcache[block_id][63:32]   <= writedata;
                2:      dcache[block_id][95:64]   <= writedata;
                3:      dcache[block_id][127:96]  <= writedata;
                4:      dcache[block_id][159:128] <= writedata;
                5:      dcache[block_id][191:160] <= writedata;
                6:      dcache[block_id][223:192] <= writedata;
                7:      dcache[block_id][255:224] <= writedata;
                default:dcache[block_id] <= dcache[block_id];
            endcase
            dcache[block_id][280]   <=  1;
        end
        else if(cpu_write_wait_flag & mem_read_req_delay & ~mem_read_req)begin
            case(dataaddr_delay[4:2])
                0:      dcache[block_id_delay][31:0]    <= writedata_delay;
                1:      dcache[block_id_delay][63:32]   <= writedata_delay;
                2:      dcache[block_id_delay][95:64]   <= writedata_delay;
                3:      dcache[block_id_delay][127:96]  <= writedata_delay;
                4:      dcache[block_id_delay][159:128] <= writedata_delay;
                5:      dcache[block_id_delay][191:160] <= writedata_delay;
                6:      dcache[block_id_delay][223:192] <= writedata_delay;
                7:      dcache[block_id_delay][255:224] <= writedata_delay;
                default:dcache[block_id_delay]  <= dcache[block_id_delay];
            endcase
            dcache[block_id_delay][280] <=  1;
        end
    end
    always@(posedge clk)
        if(reset)
            mem_write_data  <=  0;
        else if(mem_write_req) begin
            case(write_counter[2:0])
                0:      mem_write_data <= dcache[block_id_delay][31:0];
                1:      mem_write_data <= dcache[block_id_delay][63:32];
                2:      mem_write_data <= dcache[block_id_delay][95:64];
                3:      mem_write_data <= dcache[block_id_delay][127:96];
                4:      mem_write_data <= dcache[block_id_delay][159:128];
                5:      mem_write_data <= dcache[block_id_delay][191:160];
                6:      mem_write_data <= dcache[block_id_delay][223:192];
                7:      mem_write_data <= dcache[block_id_delay][255:224];
                default:mem_write_data <= dcache[block_id_delay][31:0];
            endcase
        end
    assign    readdata    =    word;
    assign    block_data  =    dcache[block_id];
    always@(posedge clk) begin
        if(reset)
            word <= 0;
        else if(hit & datareq & ~wren) begin
            case(dataaddr[4:2])
                0:      word <= block_data[31:0];
                1:      word <= block_data[63:32];
                2:      word <= block_data[95:64];
                3:      word <= block_data[127:96];
                4:      word <= block_data[159:128];
                5:      word <= block_data[191:160];
                6:      word <= block_data[223:192];
                7:      word <= block_data[255:224];
                default:word <= block_data[31:0];
            endcase
        end
        else word <= 0;
    end
    assign  hit     =   block_data[281] & (dataaddr[31:8]==block_data[279:256]);    
    assign  dirty   =   block_data[280];
    logic   abort, abort_delay;
    logic   reqstart;
    logic   r1, r2;
    always@(negedge clk,posedge reset)begin
        if(reset)begin
            r1<=0;
            r2<=0;
        end
        else begin
            r2 <= r1;
            r1 <= datareq;
        end
    end
    assign  reqstart = r1&~r2;
    assign  abort   =   (mem_write_req || mem_read_req || mem_read_req_delay ||reqstart);
    assign  abort_out = abort | abort_delay;
    parameter    CPU_EXEC   =    0;
    parameter    WR_DRAM    =    1;
    parameter    RD_DRAM    =    2;
    always@(posedge clk)
        if(reset)
            state   <=  CPU_EXEC;
        else case(state)
            CPU_EXEC: 
                    if(~hit & dirty & datareq)   
                        state    <=    WR_DRAM;
                    else if(~hit & datareq) 
                        state    <=    RD_DRAM;
                    else
                        state    <=    CPU_EXEC;
            WR_DRAM:if(mem_write_ready)
                        state    <=    RD_DRAM;
                    else
                        state    <=    WR_DRAM;
            RD_DRAM:if(mem_read_ready)
                        state    <=    CPU_EXEC;    
                    else
                        state    <=    RD_DRAM;
                default: state   <=    CPU_EXEC;    
            endcase
    assign    mem_write_req   =    (WR_DRAM == state);
    assign    mem_read_req    =    (RD_DRAM == state);
    always@(posedge clk)
        abort_delay         <=  abort;
    always@(posedge clk)
        mem_read_req_delay  <=  mem_read_req;
    always@(posedge clk)
        if(reset)
            tag_delay       <=  0;
        else if((~hit & dirty & datareq) & ~mem_write_req & ~mem_read_req)
            tag_delay       <=  block_data[279:256];
    always@(posedge clk)
        if(reset)
            dataaddr_delay  <=  0;
        else if((~hit & dirty & datareq & wren) | (~hit & datareq))
            dataaddr_delay  <=  dataaddr;
    always@(posedge clk)
        if(reset)
            writedata_delay <=  0;
        else if(~hit & datareq & wren)
            writedata_delay <=  writedata;
    always@(posedge clk)
        if(reset)
            cpu_write_wait_flag <= 0;
        else if(~hit & datareq & wren)
            cpu_write_wait_flag <= 1;
        else if(~mem_write_req & ~mem_read_req)
            cpu_write_wait_flag <= 0;
    always@(posedge clk) begin
        if(reset) begin
            write_counter   <=    0;
            read_counter    <=    0;
        end
        else begin
            if(mem_write_ready)
                write_counter   <=  0;
            else if(mem_write_val & mem_write_req)
                write_counter   <=  write_counter + 1'b1;
            if(mem_read_ready)
                read_counter    <=  0;
            else if(mem_read_val & mem_read_req)
                read_counter    <=  read_counter + 1'b1;
        end
    end
    assign mem_write_ready  =   (BLOCK_SIZE == write_counter);
    assign mem_read_ready   =   (BLOCK_SIZE == read_counter);
    always @(posedge clk) begin
        if(reset) begin
            dram_data_shift[0] <= 0;
            dram_data_shift[1] <= 0;
            dram_data_shift[2] <= 0;
            dram_data_shift[3] <= 0;
            dram_data_shift[4] <= 0;
            dram_data_shift[5] <= 0;
            dram_data_shift[6] <= 0;
            dram_data_shift[7] <= 0;
        end
        else if(mem_read_ready) begin
            dram_data_shift[0] <= 0;
            dram_data_shift[1] <= 0;
            dram_data_shift[2] <= 0;
            dram_data_shift[3] <= 0;
            dram_data_shift[4] <= 0;
            dram_data_shift[5] <= 0;
            dram_data_shift[6] <= 0;
            dram_data_shift[7] <= 0;
        end
        else if(mem_read_val) begin
            dram_data_shift[0] <= dram_data_shift[1];
            dram_data_shift[1] <= dram_data_shift[2];
            dram_data_shift[2] <= dram_data_shift[3];
            dram_data_shift[3] <= dram_data_shift[4];
            dram_data_shift[4] <= dram_data_shift[5];
            dram_data_shift[5] <= dram_data_shift[6];
            dram_data_shift[6] <= dram_data_shift[7];
            dram_data_shift[7] <= mem_read_data;
        end
    end
endmodule
==> results.sh <==
# implementation run metrics
export IMPL_worst_endpoint_arrival_ns=13.86
export IMPL_netlist_top_cell_by_area="sky130_fd_sc_hd__edfxtp_1"
export IMPL_cts_tree="built"
export IMPL_worst_r2r_path_depth=2
export IMPL_yosys_cell_types_count=57
export IMPL_cell_resize_tally_after_clock_tree_synthesis=0
export IMPL_die_height_um=325.4
export IMPL_fin_skew_ns=0.05184
export IMPL_grt_start_max_net_pins=95
export IMPL_syn_area_um2=52290
export IMPL_cp_max_fo=2
export IMPL_worstMarginPinSlew_ns=1.070
export IMPL_timing_hold_worst_class="reg2reg"
export IMPL_layout_cells_most_common="sky130_fd_sc_hd__nor2_1"
export IMPL_cts_hold_repair_buffers=0
export IMPL_fill_cells=8654
export IMPL_worst_setup_path_type="reg2out"
export IMPL_placement_setup_worst_slack_ns=5.923
export IMPL_vias=41490
export IMPL_total_leakage_power_nw=21.22
export IMPL_detailedRoute_firstIterationViolations=3552
export IMPL_tns_ns=0
export IMPL_antenna_violating_nets_post_route=0
export IMPL_yosys_most_used_dff="sky130_fd_sc_hd__edfxtp_1"
export IMPL_ys_cells=5121
export IMPL_setup_violations=0
export IMPL_finalHoldWorstSlack_ns=0.3321
export IMPL_clk_pin_slew_worst_paths_ns=0.05
export IMPL_ys_async_sr_fraction=0.001918
export IMPL_status="finished clean"
export IMPL_grt_setup_unrepaired="no"
export IMPL_timing_final_ws_setup_ns=5.265
export IMPL_slowest_stage="sky130_fd_sc_hd__clkdlybuf4s50_1"
export IMPL_synth_sequential_area_ratio=0.5074
export IMPL_cts_made_buffers=113
export IMPL_worstHoldStart="r1$_DFF_NP0_"
export IMPL_timing_max_cap_violations=0
export IMPL_gr_usage_all_layers=0.3778
export IMPL_path_cells="inv_1, o21ai_0, or2_2, clkdlybuf4s50_1"
export IMPL_viasPerCell=6.342
export IMPL_clockRootBuffer="sky130_fd_sc_hd__clkbuf_16"
export IMPL_ctsHtreeMaxLevel=3
export IMPL_die_width_um=325.4
export IMPL_clkSinkCount=1043
export IMPL_finalHoldViolCount=0
export IMPL_worst_setup_path_endpoint="abort_out"
export IMPL_io_pins=234
export IMPL_final_max_slew_violation_count=0
export IMPL_globalRouteOverflowTotal=0
export IMPL_grt_pass1_vias=41080
export IMPL_initial_antenna_violation_count=7
export IMPL_vdd_ir_drop_worst_mv=0.05875
export IMPL_first_drt_pass_iteration_count=7
export IMPL_cts_buffer_depth=3
export IMPL_drt_wirelength_per_cell_um=28.97
export IMPL_leading_cell_types_in_the_layout_fill_and_taps_excluded="sky130_fd_sc_hd__nor2_1 (586), sky130_fd_sc_hd__edfxtp_1 (564), sky130_fd_sc_hd__mux2i_1 (533)"
export IMPL_logic_area_um2=23900
export IMPL_sequential_cell_area_um2=26540
export IMPL_synthCells=5121
export IMPL_yosysTopAreaCellShare=0.3239
export IMPL_post_route_drc_count=0
export IMPL_edff_count_synth=564
export IMPL_postSynthAreaPerCell_um2=10.21
export IMPL_worstSetupEndpointType="output port"
export IMPL_critPathLaunchType="flop"
export IMPL_port_buffer_count=219
export IMPL_drive_gt1_frac=0.1442
export IMPL_r2r_end="abort_delay$_DFF_P_"
export IMPL_drt_total_wl_um=189500
export IMPL_reg2reg_from="r1$_DFF_NP0_"
export IMPL_coreArea_um2=103600
export IMPL_wire_length_of_the_first_global_routing_pass_um=272400
export IMPL_worst_ep_required_time_ns=19.12
export IMPL_synth_yosys_chip_area_um2=52290
export IMPL_cts_post_setup_buffers_inserted=0
export IMPL_synthToLayoutAreaGrowth_pct=13.26
export IMPL_fp_row_count=118
export IMPL_clkLatencyLatePin_ns=0.70
export IMPL_power_density_nw_per_um2=69.14
export IMPL_dieArea_um2=105900
export IMPL_crit_path_start="r1$_DFF_NP0_"
export IMPL_floorplan_core_util=0.5046
export IMPL_gpl_wtd_cong=0.9559
export IMPL_slew_headroom=0.2845
export IMPL_synth_warning_count=4
export IMPL_post_dp_hpwl_um=110700
export IMPL_number_of_cells_traversed_by_the_worst_hold_path=0
export IMPL_timing_critical_path_slowest_cell_delay_ns=0.46
export IMPL_reg2reg_slack_ns=11.27
export IMPL_openroad_warnings=33
export IMPL_top_cells_by_area="sky130_fd_sc_hd__edfxtp_1 (32%), sky130_fd_sc_hd__dfxtp_1 (18%), sky130_fd_sc_hd__mux2i_1 (10%), sky130_fd_sc_hd__mux2_2 (7.6%), sky130_fd_sc_hd__a21oi_1 (4.7%)"
export IMPL_synth_ff_latch_count=1043
[cells by family (layout without fill, tap and decap cells)]
group           Yosys count  after routing  synth area share
mux                     887            887            0.1784
buf+inv                 549            575           0.04453
fa+ha+maj                 8              8          0.001914
simple gates           1392           1392            0.1123
other cells               1             16        0.00007171
xor+xnor                 83             83           0.01390
compound gates         1158           1158            0.1414
flops                  1043           1043            0.5074
[metrics by stage]
| step | cell area (um^2) | std cells | util | power [mW] |
|---|---|---|---|---|
| 2_1_floorplan | 52340 | 5132 | - | 2.195 |
| 3_3_place_gp | 55410 | 6326 | 0.5346 | 2.333 |
| 3_5_place_dp | 55410 | 6326 | 0.5346 | 2.336 |
| 4_1_cts | 59220 | 6538 | 0.5714 | 4.103 |
| 5_1_grt | 59230 | 6541 | 0.5715 | 4.200 |
| 6_report | 59230 | 6542 | 0.5715 | 4.095 |
[critical path, delay by kind of cell (launching register included)]
family | cells | cell delay [ns]
AND-OR/OR-AND | 1 | 0.20
flip-flops | 1 | 0.40
buffers and inverters | 2 | 0.50
AND/OR/NAND/NOR | 1 | 0.16
[Yosys cell counts, drive strengths merged, types with 4 or more instances]
master	count
ha	8
nand2b	5
o31ai	6
nor3	48
o22ai	30
a222oi	34
a31oi	4
dfxtp	477
mux2i	535
a221oi	92
clkbuf	380
nand2	549
a221o	39
or4	6
mux2	351
o211ai	34
a21o	5
a21oi	486
a211oi	188
nor2	590
and3	61
nor4	23
and4	10
nor2b	34
nand4	13
a22oi	95
nand3	34
and2	5
o21ai	139
xor2	41
or3	4
buf	152
inv	15
xnor2	42
edfxtp	564
[flip-flops by register name, indices dropped and copies added (netlist names), named ones only]
register	count
write_counter	32
word	32
writedata_delay	32
mem_read_req_delay	1
abort_delay	1
tag_delay	24
mem_write_data	32
dataaddr_delay	30
dcache	564
read_counter	32
cpu_write_wait_flag	1
r2	1
r1	1
dram_data_shift	256
state	3
[final cells by class]
type,instances,area share
clock inverters,40,0.006232
well taps,1380,0.02915
flip-flops and latches,1043,0.4482
inverters,17,0.001098
repair buffers,346,0.05359
clock buffers,172,0.05815
multi-input cells,3540,0.4035
diodes,4,0.0001690
[how the worst min path moves through the flow]
stage	to	slack (ns)
final	r2$_DFF_NP0_	0.33
after global routing	r2$_DFF_NP0_	0.35
after CTS	r2$_DFF_NP0_	0.34
[layer usage]
metal  track usage  part of all wire  routed length (um)
met5       0.01132           0.00041                  78
met4        0.1628             0.057               10850
met1        0.4885              0.36               68710
met3        0.2139              0.15               27960
met2        0.5345              0.43               81940
[power by group]
group | switching [mW] | internal, mW
sequential | 0.0392 | 1.94
combinational | 0.212 | 0.119
clock | 0.734 | 1.05
No activity file was given, so power comes from the tool's default toggle rates.
