==> flow/design.v <==
`timescale 1ns / 1ps
module bps_module(
    input    logic    clk, rst_n, count_sig,
    output   logic    bps_clk
);
logic [12:0] count_bps;
always@(posedge clk,negedge rst_n)
    if(!rst_n)
        count_bps <=13'd0;
    else if(count_bps ==13'd5207)
        count_bps <=13'd0;
    else if(count_sig)
        count_bps <= count_bps + 1'b1;
    else 
        count_bps <= 13'd0;
assign bps_clk = (count_bps == 13'd2604)?1'b1:1'b0;
endmodule
`timescale 1ns / 1ps
module rx_control_module(
    input     logic    clk, rst_n, h2l_sig,
    input     logic    rx_pin_in,
    output    logic    [7:0] rx_data,
    output    logic    rx_done_sig
);
logic [3:0]i;
logic count_sig;
logic bps_clk;
always@(posedge clk,negedge rst_n)
if(!rst_n)
    begin
        i <= 4'd0;
        rx_data <= 8'd0;
        count_sig <= 1'b0;
        rx_done_sig <= 1'b0;
    end
else 
    case(i)
        4'd0:if(h2l_sig) begin i <= i + 1'b1;count_sig <= 1'b1;end
        4'd1:if(bps_clk) begin i <= i + 1'b1;end
        4'd2,4'd3,4'd4,4'd5,4'd6,4'd7,4'd8,4'd9:
                if(bps_clk) begin i <= i + 1'b1;rx_data[i-2] <= rx_pin_in;end
        4'd10:if(bps_clk) begin i <= i + 1'b1;end
        4'd11:if(bps_clk) begin i <= i + 1'b1;end
        4'd12:begin i <= i + 1'b1;rx_done_sig <= 1'b1;count_sig <= 1'b0;end
        4'd13:begin i <= 1'b0;rx_done_sig <= 1'b0;end
    endcase
bps_module bps_module(clk,rst_n,count_sig,bps_clk);
endmodule
==> flow/run.sh <==
#!/bin/bash
# OpenROAD 26Q1-2900-gdf79404cd8, Yosys 0.63+post, stock flow scripts
make -C /OpenROAD-flow-scripts/flow DESIGN_CONFIG=/design/flow/config.mk WORK_HOME=/design/flow/orfs finish
==> flow/config.mk <==
export PLATFORM = sky130hd
export DESIGN_NAME = rx_control_module
export DESIGN_NICKNAME = rx_control_module
export VERILOG_FILES = /design/flow/design.v
export SDC_FILE = /design/flow/constraint.sdc
export NUM_CORES = 4
export LEC_CHECK = 1
export CORE_UTILIZATION = 30
==> flow/constraint.sdc <==
current_design rx_control_module

set clk_period 2.9
set clk_io_pct 0.2

create_clock -name clk0 -period $clk_period [get_ports {clk}]

set non_clock_inputs [all_inputs -no_clocks]
set_input_delay [expr $clk_period * $clk_io_pct] -clock clk0 $non_clock_inputs
set_output_delay [expr $clk_period * $clk_io_pct] -clock clk0 [all_outputs]
==> results.cfg <==
; implementation run metrics
[outcome]
outcome = finished with violations
failed_checks = setup timing

[timing]
setup_viol = 6
max_slew_margin = 0.505
worst_clock_skew_ns = 0.00185
fmax_mhz = 336
timing_hold_violations_final = 0
worst_slack_ns = -0.0763
worst_slew_pin_slew_ns = 0.734
grt_setup_unrepaired = true
finalClockPeriodUsage = 1.03
post-route-min-period_ns = 2.98
finalMaxSlewViolations = 0

[logic_synthesis]
synthDominantAreaCellType = sky130_fd_sc_hd__dfrtp_1
number_of_instances_in_the_synthesized_netlist = 185
yosys.area_share.adder = 0.116
top_cell_area_share = 0.391
synth_compound_gate_area_share = 0.0558
synth-async-reset-ratio = 1.00
synth-seq-cells = 27
enable_flop_cells = 0
synth_xor_xnor_area_share = 0.0760
synth.yosys.chip_area_um2 = 1730
ys_types = 37
yosys_most_used_dff = sky130_fd_sc_hd__dfrtp_1
synthMuxAreaShare = 0.0637
yosysCellCount = 185
simple_gate_area_frac = 0.265
logic_family = simple AND/OR/NAND/NOR gates
synth_sequential_area_ratio = 0.391
synth_area_um2 = 1730
ys_top_cells_by_count = sky130_fd_sc_hd__dfrtp_1, sky130_fd_sc_hd__nand2_1, sky130_fd_sc_hd__nor2_1
post_synthesis_area_per_instance_um2 = 9.34
ys_top_cells_by_area = sky130_fd_sc_hd__dfrtp_1, sky130_fd_sc_hd__ha_1, sky130_fd_sc_hd__mux2_2, sky130_fd_sc_hd__nand3_1, sky130_fd_sc_hd__xor2_1
syn_warnings = 2
netlist.top_cell.by_instances = sky130_fd_sc_hd__dfrtp_1

[setup_path]
setup.worst_path.end_class = register
critPathSlowestCell = sky130_fd_sc_hd__or4b_4
regToRegEndpoint = rx_data[6]
r2r_setup_slack_ns = -0.08
regToRegStartpoint = i[2]
worstPathRequired_ns = 3.06
timing_worst_setup_path_type = register to register
path_max_fanout = 7
worstRegToRegCells = 10
cp_cell_sequence = buf_4 > or3_4 > nand3_2 > ha_1 > or4b_4 > nor4_4 > nand3b_1 > buf_6 > nor4_4 > mux2_4
arrival_ns = 3.14
timing.critical_path.from_type = register
crit_family = simple AND/OR/NAND/NOR gates
path_buffers = 2
critPathMostFrequentCell = sky130_fd_sc_hd__nor4_4
worst_path_largest_cell_delay_ns = 0.55
crit_cells = 10

[power]
p_switching_w = 0.00107
cellPowerDensity_nw_per_um2 = 981
design_power_total_w = 0.00235
switching_share = 0.457
clock_power_share = 0.089
fraction_of_power_consumed_by_sequential_logic = 0.239
power_report.internal_total_w = 0.00128
power.share.combinational = 0.672
p_leak_nw = 1.06
vdd_ir_drop_max_mv = 0.454

[placement]
gpl.final_weighted_congestion = 0.830
numPlacedInstances = 285
hpwlAfterDp_um = 2580
dpl_worst_slack_ns = -0.227
placement.io_buffers = 12

[cts]
h-tree-depth = 1
clk-insertion-delay-late_ns = 0.27
number_of_sinks_driven_by_the_clock_tree = 27
clock_tree_from_tritoncts = yes
cts_hold_repair.buffers = 0
tritoncts.num_buffers = 3
clock_path_buffers = 2
clk_pin_slew_worst_paths_ns = 0.09
cts.root.buffer_cell = sky130_fd_sc_hd__clkbuf_8

[die]
top_level_ports = 13
design.die.area_um2 = 6070
die_y_um = 77.9
die_width_um = 77.9
fp.coreArea_um2 = 5540
placement_rows = 27
initCoreUtil = 0.312

[job]
maxCapViolCount = 0
tool_warnings = 35

[detailed_routing]
antenna_violating_nets_remaining = 0
vias = 1440
drtPass1Iterations = 4
antenna_cells = 0
drt_iter0_markers = 43
postRouteWirelength_um = 3620
drc = 0
vias_per_cell = 4.88
wire_per_inst_um = 12.3

[cells_and_area]
fin_cells = 295
final_core_utilization = 0.432
ratio_of_cells_with_drive_above_1_in_the_final_layout = 0.291
layout_area_overhead_pct = 38.6

[grt]
grt_pass1_vias = 1371
gr-total-overflow = 0
grt_first_pass_wirelength_um = 6030
groute.usage.overall = 0.124
antenna_found_initial = 0
grt_max_degree = 16

[worst_hold_path]
worstHoldEndpoint = bps_module.count_bps[0]
hold_path_depth = 1
min_from = bps_module.count_bps[0]
timing.hold.worst.class = register to register
registers in the layout (all words and copies together) (netlist names):
| signal | count |
|---|---|
| bps_module.count_bps | 13 |
| rx_data | 8 |
| i | 4 |
| count_sig | 1 |
| rx_done_sig | 1 |
layout make-up:
type                       instances  area (um^2)
tap                               72         90.1
fill                             524         3150
inverter                           9         36.3
timing repair buffer              39          330
clock inverter                     1         5.00
clock buffer                       3         41.3
sequential                        27          677
multi-input combinational        144         1210
power by group through the flow:
stage | logic [W] | registers (W) | clock network [W]
after CTS | 0.00143 | 0.000556 | 0.000219
after global routing | 0.00175 | 0.000577 | 0.000236
final | 0.00158 | 0.000561 | 0.000209
what timing repair did:
action | 4_1_cts | 5_1_grt
resized | 13 | 17
pin swaps | 5 | 4
endpoints found under the setup margin | 8 | 8
buffers inserted | 4 | 2
gates cloned | 0 | 1
per-stage QoR:
stage / hold WS [ns] / instance area (um^2) / TNS [ns]
floorplan: 0.284 / 1810 / -0.919
global placement: 0.480 / 2150 / -1.12
detailed placement: 0.488 / 2150 / -1.39
CTS: 0.516 / 2280 / -0.500
global route: 0.541 / 2390 / -1.08
finish: 0.512 / 2390 / -0.309
layout by cell type, fill, tap and decap left out, types with 2 or more instances in the layout:
cell type and n:
sky130_fd_sc_hd__nor3_4 2, sky130_fd_sc_hd__nand3_2 2, sky130_fd_sc_hd__xor2_1 8, sky130_fd_sc_hd__ha_4 2, sky130_fd_sc_hd__o21ai_0 6, sky130_fd_sc_hd__ha_1 14
sky130_fd_sc_hd__clkdlybuf4s50_1 12, sky130_fd_sc_hd__nor4_4 4, sky130_fd_sc_hd__buf_6 2, sky130_fd_sc_hd__mux2_2 2, sky130_fd_sc_hd__dfrtp_1 26, sky130_fd_sc_hd__and3_1 5
sky130_fd_sc_hd__nand3_1 13, sky130_fd_sc_hd__mux2i_1 2, sky130_fd_sc_hd__nor4_2 2, sky130_fd_sc_hd__or4b_4 2, sky130_fd_sc_hd__clkbuf_8 3, sky130_fd_sc_hd__nor3b_1 2
sky130_fd_sc_hd__a31oi_1 3, sky130_fd_sc_hd__nor2_1 17, sky130_fd_sc_hd__nor3_1 2, sky130_fd_sc_hd__nor4b_1 2, sky130_fd_sc_hd__mux2_4 6, sky130_fd_sc_hd__xnor2_1 6
sky130_fd_sc_hd__buf_4 25, sky130_fd_sc_hd__inv_1 6, sky130_fd_sc_hd__nand4_1 4, sky130_fd_sc_hd__nand2_1 17, sky130_fd_sc_hd__or3_4 2, sky130_fd_sc_hd__inv_2 2
kinds of logic after synthesis:
family,after synthesis
xor gates and xnor gates,15
muxes,10
AOI/OAI and AO/OA,15
DFF,27
adders and majority gates,16
buffers and inverters,15
and+or+nand+nor,87
worst max path at each step:
| stage | from | end | slack, ns |
|---|---|---|---|
| 5_1_grt | i[2] | rx_data[6] | -0.18 |
| 6_report | i[2] | rx_data[6] | -0.08 |
| 4_1_cts | i[2] | rx_data[6] | -0.12 |
per-layer routing:
metal	up-vias	part of all wire	GRT usage	wire, um
met2	14	0.48	0.196	1730
met1	684	0.49	0.189	1790
li1	738	-	-	-
met5	-	0	0	0
met4	0	0.0083	0.0185	30
met3	4	0.018	0.0155	66
Power and IR drop assume default switching activity.
