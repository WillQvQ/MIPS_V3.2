$ cat flow/config.mk
export PLATFORM = sky130hd
export DESIGN_NAME = icache
export DESIGN_NICKNAME = icache
export VERILOG_FILES = /design/flow/design.v
export SDC_FILE = /design/flow/constraint.sdc
export NUM_CORES = 4
export LEC_CHECK = 1
export CORE_UTILIZATION = 40
export SYNTH_MEMORY_MAX_BITS = 65536
$ cat flow/constraint.sdc
current_design icache

set clk_period 135.0
set clk_io_pct 0.2

create_clock -name clk0 -period $clk_period [get_ports {clk}]

set non_clock_inputs [all_inputs -no_clocks]
set_input_delay [expr $clk_period * $clk_io_pct] -clock clk0 $non_clock_inputs
set_output_delay [expr $clk_period * $clk_io_pct] -clock clk0 [all_outputs]
$ cat flow/design.v
`timescale 1ns / 1ps
module    icache(
    input   logic           clk,
    input   logic           reset,
    input   logic   [31:0]  mem_data,
    input   logic           mem_val,
    output  logic           mem_req,
    output  logic   [31:0]  mem_addr,
    input   logic   [31:0]  instraddr,
    input   logic           ins_req,        
    output  logic   [31:0]  instr,
    output  logic           hit,
    output  logic           abort_out
    );
    parameter BLOCK_SIZE = 8;
    logic   [31:0]  counter;
    logic   [31:0]  instraddr_delay;
    logic           ins_req_delay;
    logic           mem_req_delay;
    logic   [31:0]  mem_data_shift[7:0];
    logic   [280:0] block_data0, block_data1; 
    logic   [280:0] block_data;
    logic   [2:0]   block_id,block_id_delay;
    logic           hit0, hit1;
    logic   [280:0] wr_cache_data;
    logic           mem_data_ready;
    logic   [280:0] icache0[7:0], icache1[7:0];
    logic   [3:0]   LRU_c0[7:0], LRU_c1[7:0];
    assign  block_id = instraddr[7:5];
    assign  block_id_delay = instraddr_delay[7:5];
    assign  wr_cache_data = {1'b1, instraddr_delay[31:8],
                            mem_data_shift[7],mem_data_shift[6],
                            mem_data_shift[5],mem_data_shift[4],
                            mem_data_shift[3],mem_data_shift[2],
                            mem_data_shift[1],mem_data_shift[0]};
    always@(posedge clk)
    begin
        if(reset)begin
            icache0[0] <= 281'b0; icache1[0] <= 281'b0;
            icache0[1] <= 281'b0; icache1[1] <= 281'b0;
            icache0[2] <= 281'b0; icache1[2] <= 281'b0;
            icache0[3] <= 281'b0; icache1[3] <= 281'b0;
            icache0[4] <= 281'b0; icache1[4] <= 281'b0;
            icache0[5] <= 281'b0; icache1[5] <= 281'b0;
            icache0[6] <= 281'b0; icache1[6] <= 281'b0;
            icache0[7] <= 281'b0; icache1[7] <= 281'b0;
        end
        else if(mem_data_ready)
            if(icache0[block_id_delay][280] && icache1[block_id_delay][280])
            begin
                if(LRU_c0[block_id_delay] > LRU_c1[block_id_delay])
                      icache0[block_id_delay] <= wr_cache_data;
                else icache1[block_id_delay] <= wr_cache_data;
            end
            else if(icache0[block_id_delay][280])
                icache1[block_id_delay] <= wr_cache_data;
            else
                icache0[block_id_delay] <= wr_cache_data;
    end
    always@(*)
        case(instraddr_delay[4:2])
            0:    instr = block_data[31:0];
            1:    instr = block_data[63:32];
            2:    instr = block_data[95:64];
            3:    instr = block_data[127:96];
            4:    instr = block_data[159:128];
            5:    instr = block_data[191:160];
            6:    instr = block_data[223:192];
            7:    instr = block_data[255:224];
            default:instr = block_data[31:0];
        endcase
    always @(posedge clk)
        if(reset) begin
            LRU_c0[0] <= 4'b0; LRU_c1[0] <= 4'b0;
            LRU_c0[1] <= 4'b0; LRU_c1[1] <= 4'b0;
            LRU_c0[2] <= 4'b0; LRU_c1[2] <= 4'b0;
            LRU_c0[3] <= 4'b0; LRU_c1[3] <= 4'b0;
            LRU_c0[4] <= 4'b0; LRU_c1[4] <= 4'b0;
            LRU_c0[5] <= 4'b0; LRU_c1[5] <= 4'b0;
            LRU_c0[6] <= 4'b0; LRU_c1[6] <= 4'b0;
            LRU_c0[7] <= 4'b0; LRU_c1[7] <= 4'b0;
        end
        else if(!abort && hit0)begin
            if(block_id_delay == 0 || block_id == 0)
                LRU_c0[0] <=4'b0;
            else 
                LRU_c0[0] <= LRU_c0[0] + (LRU_c0[0]!=4'b1111);      
            if(block_id_delay == 1 || block_id == 1)
                LRU_c0[1] <=4'b0;
            else 
                LRU_c0[1] <= LRU_c0[1] + (LRU_c0[1]!=4'b1111);      
            if(block_id_delay == 2 || block_id == 2)
                LRU_c0[2] <=4'b0;
            else 
                LRU_c0[2] <= LRU_c0[2] + (LRU_c0[2]!=4'b1111);       
            if(block_id_delay == 3 || block_id == 3)
                LRU_c0[3] <=4'b0;
            else 
                LRU_c0[3] <= LRU_c0[3] + (LRU_c0[3]!=4'b1111);       
            if(block_id_delay == 4 || block_id == 4)
                LRU_c0[4] <=4'b0;
            else 
                LRU_c0[4] <= LRU_c0[4] + (LRU_c0[4]!=4'b1111);       
            if(block_id_delay == 5 || block_id == 5)
                LRU_c0[5] <=4'b0;
            else 
                LRU_c0[5] <= LRU_c0[5] + (LRU_c0[5]!=4'b1111);       
            if(block_id_delay == 6 || block_id == 6)
                LRU_c0[6] <=4'b0;
            else 
                LRU_c0[6] <= LRU_c0[6] + (LRU_c0[6]!=4'b1111);       
            if(block_id_delay == 7 || block_id == 7)
                LRU_c0[7] <=4'b0;
            else 
                LRU_c0[7] <= LRU_c0[7] + (LRU_c0[7]!=4'b1111);               
            LRU_c1[0] <= LRU_c1[0] + (LRU_c1[0]!=4'b1111);      
            LRU_c1[1] <= LRU_c1[1] + (LRU_c1[1]!=4'b1111);      
            LRU_c1[2] <= LRU_c1[2] + (LRU_c1[2]!=4'b1111);      
            LRU_c1[3] <= LRU_c1[3] + (LRU_c1[3]!=4'b1111);      
            LRU_c1[4] <= LRU_c1[4] + (LRU_c1[4]!=4'b1111);      
            LRU_c1[5] <= LRU_c1[5] + (LRU_c1[5]!=4'b1111);      
            LRU_c1[6] <= LRU_c1[6] + (LRU_c1[6]!=4'b1111);      
            LRU_c1[7] <= LRU_c1[7] + (LRU_c1[7]!=4'b1111);
        end
        else if(!abort && hit1)begin
            if(block_id_delay == 0 || block_id == 0)
                LRU_c1[0] <=4'b0;
            else 
                LRU_c1[0] <= LRU_c1[0] + (LRU_c1[0]!=4'b1111);      
            if(block_id_delay == 1 || block_id == 1)
                LRU_c1[1] <=4'b0;
            else 
                LRU_c1[1] <= LRU_c1[1] + (LRU_c1[1]!=4'b1111);      
            if(block_id_delay == 2 || block_id == 2)
                LRU_c1[2] <=4'b0;
            else 
                LRU_c1[2] <= LRU_c1[2] + (LRU_c1[2]!=4'b1111);       
            if(block_id_delay == 3 || block_id == 3)
                LRU_c1[3] <=4'b0;
            else 
                LRU_c1[3] <= LRU_c1[3] + (LRU_c1[3]!=4'b1111);       
            if(block_id_delay == 4 || block_id == 4)
                LRU_c1[4] <=4'b0;
            else 
                LRU_c1[4] <= LRU_c1[4] + (LRU_c1[4]!=4'b1111);       
            if(block_id_delay == 5 || block_id == 5)
                LRU_c1[5] <=4'b0;
            else 
                LRU_c1[5] <= LRU_c1[5] + (LRU_c1[5]!=4'b1111);       
            if(block_id_delay == 6 || block_id == 6)
                LRU_c1[6] <=4'b0;
            else 
                LRU_c1[6] <= LRU_c1[6] + (LRU_c1[6]!=4'b1111);       
            if(block_id_delay == 7 || block_id == 7)
                LRU_c1[7] <=4'b0;
            else 
                LRU_c1[7] <= LRU_c1[7] + (LRU_c1[7]!=4'b1111);        
            LRU_c0[0] <= LRU_c0[0] + (LRU_c0[0]!=4'b1111);      
            LRU_c0[1] <= LRU_c0[1] + (LRU_c0[1]!=4'b1111);      
            LRU_c0[2] <= LRU_c0[2] + (LRU_c0[2]!=4'b1111);      
            LRU_c0[3] <= LRU_c0[3] + (LRU_c0[3]!=4'b1111);      
            LRU_c0[4] <= LRU_c0[4] + (LRU_c0[4]!=4'b1111);      
            LRU_c0[5] <= LRU_c0[5] + (LRU_c0[5]!=4'b1111);      
            LRU_c0[6] <= LRU_c0[6] + (LRU_c0[6]!=4'b1111);      
            LRU_c0[7] <= LRU_c0[7] + (LRU_c0[7]!=4'b1111);
        end
    always @(posedge clk)
        if(reset)
            begin block_data0 <= 281'b0; block_data1 <= 281'b0; end
        else if( ins_req | ({mem_req_delay, mem_req}==2'b10) )
            begin block_data0 <= icache0[block_id];
                    block_data1 <= icache1[block_id];
            end
    assign  hit0 = block_data0[280] & (instraddr_delay[31:8]==block_data0[279:256]);
    assign  hit1 = block_data1[280] & (instraddr_delay[31:8]==block_data1[279:256]);
    assign  hit  = hit0 | hit1;
    logic   abort, abort_delay;
    assign  abort_out   = abort | abort_delay;
    assign  abort       = (~hit & ins_req_delay) | mem_req | mem_req_delay;
    assign  mem_data_ready = (BLOCK_SIZE==counter);    
    assign  block_data = hit1 ? block_data1 : block_data0;
    always@(posedge clk)
    begin
        if( reset )
            mem_req <= 0;
        else if( ~hit & ins_req_delay )
            mem_req <= 1;
        else if( mem_data_ready )
            mem_req <= 0;
    end
    assign mem_addr = {instraddr_delay[31:5],5'b0};
    always@(posedge clk)
        abort_delay     <=  abort;
    always@(posedge clk)
        mem_req_delay   <=  mem_req;
    always@(posedge clk)
    begin
        if( reset )
            ins_req_delay <= 0;
        else
            ins_req_delay <= ins_req;
    end
    always@(posedge clk)
    begin
        if( reset )
            instraddr_delay <= 0;
        else if( (ins_req_delay & ~hit) || mem_req )
            instraddr_delay <= instraddr_delay;
        else if(ins_req)
            instraddr_delay <= instraddr;
    end
    always@(posedge clk)
    begin
        if( reset )
            counter <= 0;
        else if( mem_data_ready )
            counter <= 0;
        else if( mem_val )
            counter <= counter + 1'b1;
    end
    always@(posedge clk)
    begin
        if( reset )
        begin
            mem_data_shift[0] <= 0;
            mem_data_shift[1] <= 0;
            mem_data_shift[2] <= 0;
            mem_data_shift[3] <= 0;
            mem_data_shift[4] <= 0;
            mem_data_shift[5] <= 0;
            mem_data_shift[6] <= 0;
            mem_data_shift[7] <= 0;
        end
        else if( mem_data_ready )
        begin
            mem_data_shift[0] <= 0;
            mem_data_shift[1] <= 0;
            mem_data_shift[2] <= 0;
            mem_data_shift[3] <= 0;
            mem_data_shift[4] <= 0;
            mem_data_shift[5] <= 0;
            mem_data_shift[6] <= 0;
            mem_data_shift[7] <= 0;
        end
        else if(mem_val)
        begin
            mem_data_shift[0] <= mem_data_shift[1];
            mem_data_shift[1] <= mem_data_shift[2];
            mem_data_shift[2] <= mem_data_shift[3];
            mem_data_shift[3] <= mem_data_shift[4];
            mem_data_shift[4] <= mem_data_shift[5];
            mem_data_shift[5] <= mem_data_shift[6];
            mem_data_shift[6] <= mem_data_shift[7];
            mem_data_shift[7] <= mem_data;
        end
    end
endmodule
$ cat flow/run.sh
#!/bin/bash
# OpenROAD 26Q1-2900-gdf79404cd8, Yosys 0.63+post, stock flow scripts
make -C /OpenROAD-flow-scripts/flow DESIGN_CONFIG=/design/flow/config.mk WORK_HOME=/design/flow/orfs finish
==> results.toml <==
# synthesis and place-and-route metrics
[outcome]
status = "finished, final reports clean"

[logic_synthesis]
synth_top_cell_by_count = "sky130_fd_sc_hd__and2_1"
flop_cell = "sky130_fd_sc_hd__edfxtp_1"
yosys-dominant-comb-family = "simple AND/OR/NAND/NOR gates"
ys.warnings.count = 4
post_synth_instance_area_mm2 = 0.238
postSynthCellCount = 16300
synth.yosys.num_cells = 16300
synth_cell_types = 69
largest_area_cell = "sky130_fd_sc_hd__edfxtp_1"
xor_share = 0.00305
synth_async_sr_flop_share = 0
muxShareOfSynthArea = 0.141
synth.ff_latch_count = 5447
ys_area_mm2 = 0.238
synth_adder_area_share = 0.00200
avgSynthCellArea_um2 = 14.6
post-synth-top-area-fraction = 0.565
flip_flops_with_a_built_in_enable = 4480
cell_types_occupying_the_most_area_after_synthesis = "sky130_fd_sc_hd__edfxtp_1 56%, sky130_fd_sc_hd__and2_1 12%, sky130_fd_sc_hd__mux4_2 11%, sky130_fd_sc_hd__dfxtp_1 8.1%, sky130_fd_sc_hd__mux2i_1 2.9%"
synthSimpleGateAreaFrac = 0.149
ys_top_cells_by_count = "4483 x sky130_fd_sc_hd__and2_1, 4480 x sky130_fd_sc_hd__edfxtp_1, 1160 x sky130_fd_sc_hd__mux4_2"
post_synth_ao_oa_area_fraction = 0.0320
yosys.stat.seqShare = 0.646

[power_and_ir_drop]
power.net_switching_uw = 859
p_per_area_mw_per_mm2 = 14.0
fraction_of_power_spent_switching_nets = 0.231
ir_worst_vdd_uv = 14.0
power.sequential.fraction = 0.511
clkPwrFrac = 0.422
p_leak_nw = 96.6
power_frac_comb = 0.067
total_design_power_mw = 3.72
cellInternalPower_mw = 2.86

[clock_tree]
numCtsBuffers = 586
clock_tree.root_cell = "sky130_fd_sc_hd__clkbuf_16"
cts_resized = 0
postCtsHoldBufs = 0
cts_post_setup_buffers_inserted = 0
cts_max_level = 6
cts.sinks = 5447
clock.latency.late_pin_ps = 1100
cts.clk_slew.worst_paths_ps = 60
clock_path_buffers = 4
tritoncts_clock_tree = "built"

[worst_hold_path]
worstHoldPathType = "reg2reg"

[drt]
remaining_routing_drc_violations = 0
totalWireLength_um = 711000
num_vias = 135000
wire_per_inst_um = 29.2
ant_nets = 0
initial_drt_markers = 8703
dr.pass1.iters = 8
drt-vias-per-instance = 5.55

[floorplanning]
num_io_pins = 135
core-area_mm2 = 0.593
die_y_um = 774
fp-row-count = 283
chip_area_mm2 = 0.599
initial_utilization = 0.401
die_w_um = 774

[timing]
finalHoldViolCount = 0
timing.final.max_slew_violations = 0
finalClockPeriodUsage = 0.246
timing.clock.skew_ps = 72.2
setup_total_negative_slack_ps = 0
finalCriticalPeriod_ps = 33160
slew-limit-headroom = 0.169
unrepaired_setup_endpoints_after_global_routing = "false"
slew_at_the_pin_closest_to_its_max_slew_limit_ps = 1240
setup_viol = 0
fmaxAchievable_ghz = 0.0302

[placed_design]
place_congestion = 0.831
placement.io_buffers = 127
dp.final_hpwl_um = 391000

[grt]
via_count_of_the_first_global_routing_pass = 143000
global_route_wire_length_before_repair_um = 1030000
grt.total_usage = 0.257
initial_antenna_violation_count = 49
final_global_route_overflow_total = 0
grt_max_degree = 112

[setup_path]
crit_path_max_fanout = 26
startpoint_type = "flip-flop"
worstSetupPathType = "reg2out"
worstPathArrival_ps = 6160
worst_ep_required_time_ps = 108000
cp-end-kind = "primary output"

[finish]
post_route_cells_drive_above_1_share = 0.159
synthToLayoutAreaGrowth_pct = 12.0

[job]
warnings = 32
maxCapViolCount = 0
-- critical path: stages (launching register included) --
cell and delay, ps:
sky130_fd_sc_hd__dfxtp_1 300, sky130_fd_sc_hd__buf_4 260, sky130_fd_sc_hd__xor2_1 190, sky130_fd_sc_hd__or4_1 560, sky130_fd_sc_hd__nor3_2 700, sky130_fd_sc_hd__nand2_4 330, sky130_fd_sc_hd__buf_4 450, sky130_fd_sc_hd__buf_4 400
sky130_fd_sc_hd__a211oi_1 1060, sky130_fd_sc_hd__a311oi_2 80, sky130_fd_sc_hd__buf_4 260, sky130_fd_sc_hd__clkdlybuf4s50_1 410
-- per-layer routing --
layer | part of all wire | global-route usage | wire (um) | up-vias
met2 | 0.45 | 0.366 | 321000 | 8388
li1 | - | - | - | 59200
met3 | 0.17 | 0.191 | 123000 | 1183
met5 | 0.0013 | 0.0114 | 935 | -
met4 | 0.027 | 0.0564 | 19100 | 43
met1 | 0.35 | 0.325 | 248000 | 66600
-- metrics by stage --
step / area, um^2 / setup slack (ps) / hold WS [ps] / utilization / cells
after floorplan: 238000 / 102970 / 372 / - / 16300
after global placement: 248000 / 101710 / 425 / 0.418 / 23300
after detailed placement: 248000 / 101690 / 427 / 0.418 / 23300
after CTS: 267000 / 101890 / 438 / 0.449 / 24400
after global routing: 267000 / 101710 / 444 / 0.449 / 24400
final: 267000 / 101840 / 435 / 0.450 / 24400
-- final timing paths --
kind / startpoint / end / slack, ps / cells past startpoint
setup / recovery: instraddr_delay[29] / instr[8] / 101840 / 11
hold / removal: mem_req / mem_req_delay / 430 / 0
setup reg to reg: instraddr_delay[7] / icache1[4][246] / 127320 / 18
hold reg to reg: mem_req / mem_req_delay / 430 / 0
-- sequential cells by signal (all words and copies together), names as in the netlist, named ones only --
register         cells
icache0           2248
icache1           2248
block_data0        281
block_data1        281
mem_data_shift     256
LRU_c0              32
LRU_c1              32
counter             32
instraddr_delay     30
abort_delay          1
ins_req_delay        1
mem_req              1
mem_req_delay        1
-- layout by cell type (no fill, tap or decap), types with 68 or more instances in the layout --
cell type                            n
sky130_fd_sc_hd__nor2_1            884
sky130_fd_sc_hd__a21oi_1            68
sky130_fd_sc_hd__mux2i_1           702
sky130_fd_sc_hd__clkbuf_16         602
sky130_fd_sc_hd__mux4_2           1160
sky130_fd_sc_hd__dfxtp_1           964
sky130_fd_sc_hd__and2_1           4482
sky130_fd_sc_hd__a311oi_1          182
sky130_fd_sc_hd__clkbuf_1          228
sky130_fd_sc_hd__a211oi_1          430
sky130_fd_sc_hd__nand2_1           591
sky130_fd_sc_hd__edfxtp_1         4480
sky130_fd_sc_hd__clkdlybuf4s50_1   122
sky130_fd_sc_hd__nand4_1            78
sky130_fd_sc_hd__buf_4             516
-- power groups by stage --
stage	sequential, mW	clock, mW	combinational (mW)
CTS	1.90	1.60	0.250
global route	1.91	1.66	0.266
finish	1.90	1.57	0.249
-- kinds of logic (layout without fill, tap and decap cells) --
group | count (synthesis) | in the layout
and+or+nand+nor | 6256 | 6256
DFF | 5447 | 5447
muxes | 1908 | 1908
buffers and inverters | 1604 | 1810
AOI/OAI and AO/OA | 991 | 991
xor gates and xnor gates | 83 | 83
adders and majority gates | 38 | 38
other | 1 | 20
-- layout make-up --
class | instances | area, um^2
sequential | 5447 | 154000
fill | 50400 | 327000
antenna | 15 | 37.5
timing repair buffer | 674 | 5820
tap | 7837 | 9810
clock inverter | 188 | 1880
multi-input combinational | 9281 | 78300
clock buffer | 895 | 16800
inverter | 53 | 209
No activity file was given, so power comes from the tool's default toggle rates.
